## flow/run.sh

```bash
#!/bin/bash
# OpenROAD 26Q1-2900-gdf79404cd8, Yosys 0.63+post, stock flow scripts
make -C /OpenROAD-flow-scripts/flow DESIGN_CONFIG=/design/flow/config.mk WORK_HOME=/design/flow/orfs finish
```

## flow/config.mk

```make
export PLATFORM = sky130hd
export DESIGN_NAME = regs
export DESIGN_NICKNAME = regs
export VERILOG_FILES = /design/flow/design.v
export SDC_FILE = /design/flow/constraint.sdc
export NUM_CORES = 4
export LEC_CHECK = 1
export CORE_UTILIZATION = 40
```

## flow/constraint.sdc

```tcl
current_design regs

set clk_period 4.7
set clk_io_pct 0.2

create_clock -name clk0 -period $clk_period [get_ports {clk}]

set non_clock_inputs [all_inputs -no_clocks]
set_input_delay [expr $clk_period * $clk_io_pct] -clock clk0 $non_clock_inputs
set_output_delay [expr $clk_period * $clk_io_pct] -clock clk0 [all_outputs]
```

## flow/design.v

```verilog
module regs #(parameter n = 8)  
(input logic clk, nreset, 
 input logic w,
 input logic [n-1:0] Wdata,
 input logic [3:0] Raddr1, Raddr2,
 output logic [n-1:0] Rdata1, Rdata2
 );
	logic [n-1:0] gpr [13:0];
	always_ff @ (posedge clk,negedge nreset)
	begin
		if (!nreset)
          begin		
            gpr[0] <= 0;
			gpr[1] <= 0;
			gpr[2] <= 0;
			gpr[3] <= 0;
			gpr[4] <= 0;
			gpr[5] <= 0;
			gpr[6] <= 0;
			gpr[7] <= 0;
			gpr[8] <= 0;
			gpr[9] <= 0;
			gpr[10] <= 0;
			gpr[11] <= 0;
			gpr[12] <= 0;
			gpr[13] <= 0;
			end 
		else if (w)
		begin
            gpr[Raddr2] <= Wdata;
		end
	end
	always_comb
	begin
	   if (Raddr2==4'd0)
	         Rdata2 =  {n{1'b0}};
              else  
			    Rdata2 = gpr[Raddr2];
        if (Raddr1==4'd0)
	        Rdata1 =  {n{1'b0}};
	  else  Rdata1 = gpr[Raddr1];
	  end
endmodule  
```

==> README.md <==
| Parameter | Value | Unit |
|---|---|---|
| Run status | finished clean | - |
| Fraction of final layout cells with drive strength greater than 1 | 0.250 | - |
| Number of buffers inserted by port buffering | 34 | - |
| Yosys stat chip area | 6350 | um^2 |
| Post-route clock period utilization | 0.922 | - |
| Most common library cell in the layout ignoring fill and taps | dfrtp_1 | - |
| Count of antenna-violating nets left after detailed routing | 0 | - |
| Top area cell types | dfrtp_1 (41%), mux2_2 (14%), mux2_1 (5.0%), nand2_1 (3.2%), a21oi_1 (2.8%) | - |
| Unrepaired setup endpoints after global routing | false | - |
| CTS hold repair buffers | 0 | - |
| Routability-driven placement congestion ratio | 0.966 | - |
| Violation count after the first detailed-route iteration | 470 | - |
| Timing-limited maximum frequency | 231 | MHz |
| Internal Pwr Total | 1870 | uW |
| Flip-flop count of the largest register after layout | 104 | - |
| Core Footprint | 15,400 | um^2 |
| Setup bufs post-CTS | 0 | - |
| Pin count of the biggest net entering global routing | 62 | - |
| Comb pwr share | 0.242 | - |
| Fill cells | 1,400 | - |
| Top Family by Delay on Critical Path | buffers and inverters | - |
| Clock sink total | 104 | - |
| Post-synth top area share | 0.410 | - |
| Final wirelength | 20,800 | um |
| Cell count listed in synth_stat.txt | 622 | - |
| Worst setup skew after layout | 0 | ns |
| Iteration tally of the first detailed-router pass | 5 | - |
| Top register by number of flip-flops | gpr | - |
| Starting density of the core | 0.413 | - |
| Global routing usage summed across all routing layers | 0.275 | - |
| Final worst setup slack | 0.365 | ns |
| Area of the mapped netlist | 6350 | um^2 |
| Growth of design area from synthesis to finish | 13.6 | % |
| Post-DR vias/cell | 6.12 | - |
| Post-layout minimum cycle time | 4.33 | ns |
| Required time at the worst-slack endpoint | 3.76 | ns |
| Count of yosys warnings during synthesis | 2 | - |
| Library cell contributing the largest single delay on the critical path | clkdlybuf4s50_1 | - |
| DPL Wire Length | 14,000 | um |
| Startpoint class of the critical path | input port | - |
| Post-cts sizing count | 0 | - |
| Leakage | 0.00288 | uW |
| Clock share of power | 0.279 | - |
| Actual transition at the worst max-transition pin | 0.801 | ns |
| Buffers and inverters on the worst path | 4 | - |
| Post-Synthesis Cells | 622 | - |
| Maximum level of the CTS H-tree | 3 | - |
| Final Hold Vio Count | 0 | - |
| Maximum number of buffers from clock root to sink | 2 | - |
| Count of flip-flops with a built-in enable after synthesis | 0 | - |
| Total antenna diodes in the routed design | 0 | - |
| Vias in the first global route | 5,184 | - |
| Seq/Total Area, Yosys | 0.410 | - |
| Top-Level Pins | 35 | - |
| Drt drc | 0 | - |
| Global-route wire length before repair | 32,000 | um |
| Count of tool warnings | 25 | - |
| Kind of critical path | input port to output pin | - |
| Largest regs | gpr x104 | - |
| Overall overflow remaining after global route | 0 | - |
| Switch Pwr | 807 | uW |
| Full die area | 16,400 | um^2 |
| Late-Pin Clk Latency | 0.36 | ns |
| Max-cap violations | 0 | - |
| Critical Path End Type | output pin | - |
| Via count of the routed design | 5,279 | - |
| Total power density per cell area | 371 | nW/um^2 |
| Cell-by-cell listing of the critical path | clkdlybuf4s50_1, buf_4, nor2b_1, buf_4, a22oi_1, nor2_1, nor3_1, a221oi_2, clkdlybuf4s50_1 | - |
| Max-slew headroom at the worst pin | 0.466 | - |
| Sum of negative setup slack | 0 | ns |
| Share of total power in sequential cells | 0.479 | - |
| Number of antenna violations at the first check in global routing | 0 | - |
| Async SR Flop Fraction | 1.00 | - |
| CP Data Arrival Time | 3.39 | ns |
| Maximum fanout count along the critical path | 23 | - |
| Pre-CTS setup slack | 0.416 | ns |
| TritonCTS clock tree | yes | - |
| Die width | 128 | um |
| Proportion of total power due to net switching | 0.302 | - |
| Commonest cells after routing, fill and taps aside | dfrtp_1 (104), mux2_2 (81), nand2_1 (54) | - |
| Chip Height | 128 | um |
| Post-synthesis register bit count | 104 | - |
| Root Driver | clkbuf_16 | - |
| Unique masters post-synth | 57 | - |
| TritonCTS buffer count | 9 | - |
| Pins over their slew limit | 0 | - |
| Post-synthesis cell type with the largest combined area | dfrtp_1 | - |
| Path class of the lowest-slack min-delay path | flop to flop | - |
| Prevailing post-synth register cell | dfrtp_1 | - |
| Total of endpoints with negative setup slack in the final report | 0 | - |
| Stage delay of the slowest cell on the critical path | 0.53 | ns |
| VDD IR max | 219 | uV |
| Clock input transition at the sequential cells of the worst setup and hold paths | 0.07 | ns |
| Mean Syn Cell Area | 10.2 | um^2 |
| Routed wire length per instance | 24.1 | um |
| Cell Rows | 45 | - |
==> path summary, 6_finish.rpt <==
path / startpoint / to / slack, ns / cells past startpoint
max: Raddr2[2] / Rdata2[3] / 0.37 / 9
min: gpr[12][2] / gpr[12][2] / 0.52 / 1
max reg2reg: gpr[5][1] / gpr[5][1] / 3.87 / 1
min reg2reg: gpr[12][2] / gpr[12][2] / 0.52 / 1
max in group asynchronous: nreset / gpr[8][4] / 2.96 / 2
min in group asynchronous: nreset / gpr[13][1] / 0.67 / 1
==> through the flow <==
stage | instances | instance area, um^2 | hold WS [ns] | util | total power (uW)
2_1_floorplan | 622 | 6350 | 0.465 | - | 1680
3_3_place_gp | 848 | 6920 | 0.485 | 0.450 | 1920
3_5_place_dp | 848 | 6920 | 0.502 | 0.450 | 1930
4_1_cts | 863 | 7210 | 0.520 | 0.469 | 2680
5_1_grt | 863 | 7210 | 0.551 | 0.469 | 2810
6_report | 863 | 7210 | 0.520 | 0.469 | 2670
==> cell usage after synthesis (all sizes together) (3+ instances only) <==
cell     count
mux2i       12
nor2b       27
a22o         6
dfrtp      104
o31ai        3
nand2b      11
a2bb2oi      3
a311oi       3
a21oi       37
mux2       109
a21o         3
clkbuf      13
nand3       25
o22ai        6
a32o         3
o211ai       5
nand3b       4
a31oi       12
nand2       57
o21ai       32
inv          9
a22oi       19
a221oi       6
buf         41
o22a         4
a32oi        8
nor2        25
nor3b        5
o221a        3
a211oi       5
nor3         5
==> per-layer routing <==
| layer | vias up | wire length (um) | part of all wire | GRT usage |
|---|---|---|---|---|
| met5 | - | 0 | 0 | 0 |
| met4 | 0 | 778 | 0.037 | 0.0817 |
| met3 | 48 | 2180 | 0.10 | 0.0901 |
| met2 | 284 | 8750 | 0.42 | 0.387 |
| met1 | 2589 | 9070 | 0.44 | 0.415 |
| li1 | 2358 | - | - | - |
==> power by group through the flow <==
| stage | Combinational (uW) | Clock [uW] | Sequential, uW |
|---|---|---|---|
| CTS | 644 | 754 | 1280 |
| global route | 705 | 785 | 1310 |
| finish | 647 | 745 | 1280 |
==> final cells by class <==
| cell class | count | area (um^2) | share of cell area |
|---|---|---|---|
| multi-input combinational | 455 | 3430 | 0.475 |
| sequential | 104 | 2600 | 0.361 |
| timing repair buffer | 69 | 593 | 0.0822 |
| clock buffer | 13 | 280 | 0.0388 |
| tap | 211 | 264 | 0.0366 |
| inverter | 9 | 33.8 | 0.00468 |
| clock inverter | 2 | 12.5 | 0.00173 |
==> cells by family (layout without fill, tap and decap cells) <==
logic type / Yosys count / count (layout) / synth area share
AND-OR/OR-AND: 166 / 166 / 0.177
buffers and inverters: 63 / 93 / 0.0504
AND/OR/NAND/NOR: 166 / 166 / 0.143
flip-flops: 104 / 104 / 0.410
multiplexers: 123 / 123 / 0.219
Power and IR drop assume default switching activity.
